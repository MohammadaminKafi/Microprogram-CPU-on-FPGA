==> flow/design.v <==
`timescale 1ns / 1ps
module register #(parameter SIZE = 16)(
    output reg [SIZE-1:0] data,
    input [SIZE-1:0] in,
    input [2:0] control,
    input clk
);
	initial data = 0;
    always @(posedge clk)
    begin
        if (control[0]) data = data + 1;
		else if (control[1]) data = 0;
        else if (control[2]) data = in;
		else data = data;  
    end
endmodule
==> flow/run.sh <==
#!/bin/bash
# OpenROAD 26Q1-2900-gdf79404cd8, Yosys 0.63+post, stock flow scripts
make -C /OpenROAD-flow-scripts/flow DESIGN_CONFIG=/design/flow/config.mk WORK_HOME=/design/flow/orfs finish
==> flow/config.mk <==
export PLATFORM = sky130hd
export DESIGN_NAME = register
export DESIGN_NICKNAME = register
export VERILOG_FILES = /design/flow/design.v
export SDC_FILE = /design/flow/constraint.sdc
export NUM_CORES = 4
export LEC_CHECK = 1
export CORE_AREA = 10 10 81 81
export DIE_AREA = 0 0 91 91
==> flow/constraint.sdc <==
current_design register

set clk_period 3.2
set clk_io_pct 0.2

create_clock -name clk0 -period $clk_period [get_ports {clk}]

set non_clock_inputs [all_inputs -no_clocks]
set_input_delay [expr $clk_period * $clk_io_pct] -clock clk0 $non_clock_inputs
set_output_delay [expr $clk_period * $clk_io_pct] -clock clk0 [all_outputs]
==> impl_metrics.yaml <==
# physical design summary
synth:
  largest_area_cell: "sky130_fd_sc_hd__edfxtp_1"
  ys.warnings.count: 1
  ys_types: 20
  post_synth_instance_area_sq_um: 961
  synth_flop_count: 16
  synth_area_per_cell_sq_um: 10.4
  topCellsByArea: "sky130_fd_sc_hd__edfxtp_1 (50%), sky130_fd_sc_hd__xnor2_1 (12%), sky130_fd_sc_hd__nand2_1 (7.0%), sky130_fd_sc_hd__o21ai_0 (5.2%), sky130_fd_sc_hd__nand4_2 (2.6%)"
  ys_cells: 92
  synth_sequential_area_ratio: 0.500
  post-synth-top-area-fraction: 0.500
  postSynthCellCount: 92
  yosys-stat-area_sq_um: 961
final_timing:
  setup_viol_count_final: 0
  achievable-frequency_mhz: 522
  worst_slack_ns: 1.28
  hold-worst-slack_ns: 0.681
  slew-limit-headroom: 0.518
  clock_skew_ns: 0.00113
  finalWorstPathRequiredPeriod_ns: 1.92
  hold_viol_final: 0
  grt_setup_unrepaired: "no"
  max_slew.worst_pin.slew_ns: 0.723
  layout_worst_path_cycle_share: 0.598
  finalSetupTns_ns: 0
  slew_violations: 0
setup_path:
  crit_path_cell_trace: "clkdlybuf4s50_1 -> or3_1"
  crit_cells: 2
  classification_of_the_worst_setup_path: "in -> reg"
  required_ns: 3.08
  critPathBufInv: 1
  cp-end-kind: "flop"
  worst-endpoint-arrival_ns: 1.80
  critPathMaxFanout: 16
  worstSetupStartpointType: "input pin"
  critPathMaxStageDelay_ns: 0.70
  rr_worst_depth: 5
  timing.critical_path.max_delay_family: "simple AND/OR/NAND/NOR gates"
  timing.critical_path.slowest_stage_cell: "sky130_fd_sc_hd__or3_1"
route:
  drcViolationCount: 0
  routed_wirelength_mm: 2.55
  vias: 753
  drtIter0Drc: 19
  insertedDiodeCount: 0
  drt_pass1_iterations: 2
  vias_per_cell: 3.84
  antenna_left: 0
  drt-wirelength-per-cell_microns: 13.0
clocking:
  cts_resized: 0
  postCtsHoldBufs: 0
  cts_buffers: 3
  post-cts-setup-buffer-count: 0
  worst_skew_pair.late_latency_ns: 0.24
  clk_transition_reported_paths_ns: 0.06
  clock-sinks: 16
  clock_path_buffers: 2
  tritoncts_clock_tree: "built"
  cts.root.buffer_cell: "sky130_fd_sc_hd__clkbuf_8"
  cts-htree-levels: 1
finish:
  final.fill_count: 528
  largest_reg_flops: 16
  post_route_standard_cell_area_excluding_fillers_sq_mm: 0.00144
  multiInputGateArea_sq_um: 458
  final_cell_count_without_fillers: 196
  area_delta_synth_final_pct: 49.5
  utilization: 0.298
  layout-drive-gt1-share: 0.0930
  sequential_cell_area_sq_um: 480
placement:
  dpl_cell_area_sq_mm: 0.00140
  placed_cells: 193
  buffer_ports.inserted: 35
  gp_congestion: 0.722
  dp_hpwl_mm: 1.90
  placement.setup.worst_slack_ns: 1.03
global_routing:
  overflow: 0
  first_global_vias: 751
  grt_start_max_net_pins: 17
  antenna_found_initial: 0
  grt_pass1_wl_mm: 3.83
  grt.total_usage: 0.0578
power:
  power_density_mw_per_mm2: 399
  pnr_total_power_mw: 0.572
  p_leak_nw: 0.474
  ir_worst_vdd_mv: 0.196
die:
  placementRows: 25
  dieArea_sq_mm: 0.00828
  core-area_sq_mm: 0.00482
  io-pin-count: 36
  die_height_microns: 91
  die-width_microns: 91
  fp_util: 0.199
outcome:
  run_status: "completed"
job:
  warning_count: 25
  maxCapViolations: 0
hold_path:
  hold_depth: 2
  min-delay-path-class: "reg -> reg"
[Yosys cell counts]
cell type                  instances
sky130_fd_sc_hd__a22o_1            1
sky130_fd_sc_hd__xnor2_1          13
sky130_fd_sc_hd__nor4_4            1
sky130_fd_sc_hd__nand4_2           2
sky130_fd_sc_hd__nand4_4           1
sky130_fd_sc_hd__or3_1             1
sky130_fd_sc_hd__nand3_1           4
sky130_fd_sc_hd__nand3_2           1
sky130_fd_sc_hd__nor4_2            2
sky130_fd_sc_hd__xor2_1            1
sky130_fd_sc_hd__nor2_1            5
sky130_fd_sc_hd__o21ai_0          10
sky130_fd_sc_hd__nor3_1            4
sky130_fd_sc_hd__o21ai_2           1
sky130_fd_sc_hd__ha_1              1
sky130_fd_sc_hd__o21ai_1           4
sky130_fd_sc_hd__edfxtp_1         16
sky130_fd_sc_hd__nand2_1          18
sky130_fd_sc_hd__inv_1             4
sky130_fd_sc_hd__clkbuf_1          2
[placed cells by master (no fill, tap or decap), drive strengths merged, types with 3 or more instances in the layout]
cell type and count:
nand3 5, clkdlybuf4s50 35, nor4 3, clkbuf 3
xnor2 13, inv 4, edfxtp 16, nor3 4
nand2 18, nand4 3, nor2 5, o21ai 15
[final cells by class]
| type | instances | share of cell area |
|---|---|---|
| tap | 67 | 0.0584 |
| sequential | 16 | 0.334 |
| timing repair buffer | 36 | 0.249 |
| multi-input combinational | 70 | 0.319 |
| clock buffer | 3 | 0.0287 |
| inverter | 4 | 0.0105 |
[per-layer routing]
metal | GRT usage | part of all wire | vias up
met3 | 0.0249 | 0.075 | 2
met1 | 0.0865 | 0.52 | 324
met2 | 0.0794 | 0.40 | 26
met4 | 0.00392 | 0.0059 | 0
met5 | 0 | 0 | -
li1 | - | - | 401
[path summary, 6_finish.rpt]
kind / from / to / slack (ns)
setup / recovery: control[0] / data[7] / 1.28
hold / removal: data[15] / data[15] / 0.68
setup reg to reg: data[0] / data[14] / 1.56
hold reg to reg: data[15] / data[15] / 0.68
[where the power goes]
part	internal, mW	switching [mW]	leakage (nW)
logic	0.0865	0.0379	0.274
registers	0.264	0.0363	0.178
clock network	0.0833	0.0645	0.0216
[logic make-up after synthesis]
group                      after synthesis  synth area share
and+or+nand+nor                         39             0.245
buffers and inverters                    6            0.0234
AOI/OAI and AO/OA                       16            0.0912
xor gates and xnor gates                14             0.128
adders and majority gates                1            0.0130
DFF                                     16             0.500
Power is estimated from default activity; no workload was simulated.
