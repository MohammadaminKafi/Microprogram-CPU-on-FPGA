===== flow/run.sh =====
#!/bin/bash
# OpenROAD 26Q1-2900-gdf79404cd8, Yosys 0.63+post, stock flow scripts
make -C /OpenROAD-flow-scripts/flow DESIGN_CONFIG=/design/flow/config.mk WORK_HOME=/design/flow/orfs finish

===== flow/config.mk =====
export PLATFORM = sky130hd
export DESIGN_NAME = four_digit_sseg
export DESIGN_NICKNAME = four_digit_sseg
export VERILOG_FILES = /design/flow/design.v
export SDC_FILE = /design/flow/constraint.sdc
export NUM_CORES = 4
export LEC_CHECK = 1
export CORE_UTILIZATION = 50

===== flow/constraint.sdc =====
current_design four_digit_sseg

set clk_period 7.5
set clk_io_pct 0.2

create_clock -name clk0 -period $clk_period [get_ports {clk}]

set non_clock_inputs [all_inputs -no_clocks]
set_input_delay [expr $clk_period * $clk_io_pct] -clock clk0 $non_clock_inputs
set_output_delay [expr $clk_period * $clk_io_pct] -clock clk0 [all_outputs]

===== flow/design.v =====
`timescale 1ns / 1ps
module four_digit_sseg(
	input clk,
	input [15:0] num,
	output reg [3:0] sseg,
	output [7:0] led
    );
reg [3:0] hx;
hex2sseg convertor(
    .hex(hx),
    .sseg(led[6:0])
);
assign led[7] = 1'b0;
integer cnt = 0;
integer counter = 0;
always @(posedge clk)
begin
	if (cnt == 60000) begin  
		counter = counter + 1;
		if (counter == 0) begin
			sseg = 4'b1110;
			hx = num[15:12];
		end
		else if (counter == 1) begin
			sseg = 4'b1101;
			hx = num[11:8];
		end
		if (counter == 2) begin
			sseg = 4'b1011;
			hx = num[7:4];
		end
		if (counter == 3) begin
			sseg = 4'b0111;
			hx = num[3:0];
			counter = -1;
		end
		cnt = 0;
	end
	else cnt = cnt +1;
end
endmodule
`timescale 1ns / 1ps
module hex2sseg(
    input [3:0] hex,
    output reg [6:0] sseg
);
    always @(*)
    begin
        case (hex)
            4'h0: sseg[6:0] = ~(7'b0111111);
            4'h1: sseg[6:0] = ~(7'b0000110);
            4'h2: sseg[6:0] = ~(7'b1011011);
            4'h3: sseg[6:0] = ~(7'b1001111);
            4'h4: sseg[6:0] = ~(7'b1100110);
            4'h5: sseg[6:0] = ~(7'b1101101);
            4'h6: sseg[6:0] = ~(7'b1111101);
            4'h7: sseg[6:0] = ~(7'b0000111);
            4'h8: sseg[6:0] = ~(7'b1111111);
            4'h9: sseg[6:0] = ~(7'b1101111);
            4'hA: sseg[6:0] = ~(7'b1110111);
            4'hB: sseg[6:0] = ~(7'b1111100);
            4'hC: sseg[6:0] = ~(7'b1011000);
            4'hD: sseg[6:0] = ~(7'b1011110);
            4'hE: sseg[6:0] = ~(7'b1111001);
            default : sseg[6:0] = ~(7'b1110001);  
        endcase
    end
endmodule

==> flow_summary.json <==
{
  "status": "complete, no violations",
  "chipHeight_um": 99.3,
  "port_buffers": 27,
  "synthToLayoutAreaGrowth_pct": 12.2,
  "die_w_um": 99.3,
  "core_area_sq_mm": 0.00920,
  "required_ps": 7750,
  "r2r_start": "counter[0]",
  "clk_latency_ps": 350,
  "yosysTopAreaCellShare": 0.254,
  "utilization": 0.577,
  "drt-vias-per-instance": 5.81,
  "syn-instance-count": 523,
  "layout-drive-gt1-share": 0.0712,
  "period_minus_slack_ps": 4430,
  "slew_headroom": 0.476,
  "yosysMostFrequentCell": "nand2_1",
  "ys_seq_frac": 0.419,
  "dp_hpwl_um": 6920,
  "dieArea_sq_mm": 0.00985,
  "numClockSinks": 79,
  "fin_skew_ps": 13.7,
  "grt_pass1_vias": 3445,
  "drc": 0,
  "ys_seq_elements": 79,
  "arrival_ps": 4680,
  "vdd_ir_drop_max_uv": 86.7,
  "num_rows": 35,
  "ys_warn_count": 2,
  "syn_avg_cell_area_sq_um": 9.05,
  "cts_max_level": 3,
  "critPathKind": "flip-flop to flip-flop",
  "worstPathMaxFanout": 10,
  "fin_cells": 659,
  "clockBufferDepth": 2,
  "wire_per_inst_um": 14.8,
  "min_to": "cnt[0]",
  "ant_nets": 0,
  "p_leak_nw": 1.99,
  "synth-edff-count": 40,
  "drt_iter0_markers": 173,
  "slew_violations": 0,
  "hold_viol_final": 0,
  "grt_pass1_wl_um": 16800,
  "ys_cells": 523,
  "reg2regPathDepth": 12,
  "postCtsSetupRepairBufs": 0,
  "ff_type": "edfxtp_1",
  "tns_ps": 0,
  "setup_viol": 0,
  "warning_count": 35,
  "cap_violations": 0,
  "ctsResizeCount": 0,
  "holdPathStages": 1,
  "grt_max_degree": 42,
  "wirelength_um": 9770,
  "place_inst": 643,
  "firstDrtPassIters": 4,
  "cts-buffers-inserted": 9,
  "ys_types": 64,
  "area_leaders": "edfxtp_1, dfxtp_1, nand2_1, xnor2_1, xor2_1",
  "synth_area_sq_mm": 0.00473,
  "cts_tree": "built",
  "initial_core_util": 0.514,
  "hold_ws_ps": 484,
  "grt_usage": 0.218,
  "ff2ff_setup_slack_ps": 3070,
  "p_per_area_mw_per_mm2": 152,
  "clk_pin_slew_ps": 90,
  "synthTopCellsByCount": "nand2_1, edfxtp_1, dfxtp_1, nand3_1, nor2_1",
  "postSynth.asyncResetShare": 0,
  "hold_buffers": 0,
  "r2r_end": "convertor.sseg[4]",
  "finish.instance_area_sq_mm": 0.00531,
  "finalCritPeriodShare": 0.590,
  "tightestPinTransition_ps": 764,
  "end_kind": "flip-flop",
  "rsz0062_at_grt": "false",
  "dpl-instance-area_sq_mm": 0.00508,
  "synth.largest_area_cell": "edfxtp_1",
  "gr-total-overflow": 0,
  "ys_area_sq_mm": 0.00473,
  "antenna_cells": 0,
  "antenna_found_initial": 0,
  "num_vias": 3827,
  "place_congestion": 0.956,
  "hold_start": "cnt[0]",
  "cts_root_buf": "clkbuf_8",
  "ios": 29,
  "fmax_mhz": 226,
  "holdCritPathClass": "flip-flop to flip-flop",
  "start_kind": "flip-flop"
}
[through the flow]
stage	power [mW]	worst slack, ps
after floorplan	0.460	3640
after global placement	0.469	3300
after detailed placement	0.469	3080
after CTS	0.817	3080
after global routing	0.835	2710
final	0.805	3070
[metal layers]
metal  track usage  up-vias  share of wire
li1              -     1946              -
met1         0.394     1777           0.54
met2         0.298       96           0.40
met3        0.0322        8          0.052
met4        0.0260        0         0.0099
met5             0        -              0
[worst max path at each step]
stage          start           endpoint  cells past startpoint
5_1_grt   counter[0]  convertor.sseg[4]                     12
6_report  counter[0]  convertor.sseg[4]                     12
4_1_cts   counter[0]  convertor.sseg[4]                     12
[kinds of logic after synthesis]
group | after synthesis | share of synthesized area
AND-OR/OR-AND | 60 | 0.0849
XOR/XNOR | 56 | 0.104
adder cells (fa/ha/maj) | 13 | 0.0344
buffers and inverters | 36 | 0.0336
flip-flops | 79 | 0.419
multiplexers | 10 | 0.0217
other | 1 | 0.000793
AND/OR/NAND/NOR | 268 | 0.302
[registers in the layout, summed over array words and instances, names as in the netlist]
name and count:
sseg 4, convertor.sseg 7, counter 32, hx 4
cnt 32
[worst max-delay path, cell delays in order (launching register included)]
cell and delay [ps]:
edfxtp_1 520, ha_1 300, nand4_2 250, or4_1 770, xnor2_1 210, nor3_1 260, nand3_1 170, nor4_4 570
mux2i_1 470, inv_1 120, ha_1 230, or2_0 230, a41o_1 230
[cells in the final DEF (no fill, tap or decap), types with 2 or more instances in the layout]
cell type / instances
edfxtp_1: 40
clkdlybuf4s50_1: 27
o211ai_2: 2
nand3_1: 39
clkbuf_16: 3
nand4_1: 22
nor2_1: 34
nor3_1: 21
and4_1: 5
nor4_1: 19
o21ai_0: 21
a21oi_1: 9
or3_1: 7
inv_1: 13
a31oi_1: 3
or4_1: 6
mux2i_1: 8
clkbuf_8: 9
xnor2_1: 29
nor4_2: 4
ha_1: 13
nand2b_1: 6
mux2_2: 2
o31ai_1: 2
a21o_1: 5
dfxtp_1: 39
nor4bb_1: 2
o22ai_1: 2
or2_2: 2
buf_4: 5
and3_1: 9
and2_1: 2
a22o_1: 2
nor4b_1: 3
nand2_1: 71
xor2_1: 27
nor2b_1: 5
o2111ai_1: 2
[layout make-up]
class	count	area [sq um]
Clock buffer	13	203
Timing Repair Buffer	32	308
Inverter	13	48.8
Fill cell	821	3890
Sequential cell	79	1980
Tap cell	111	139
Multi-Input combinational cell	408	2600
Clock inverter	3	26.3
[where the power goes]
group          switching [mW]  internal [mW]
Sequential                  0          0.449
Combinational         0.00250        0.00801
Clock                   0.161          0.184
Power figures rest on the tool's default switching activity, not on a simulated workload.
